==> flow/design.v <==
module FSM_Moore (input clk, reset, a, output y1,y2,y3);
reg [1:0] state, nextstate;
parameter e0 = 3'b000;
parameter e1 = 3'b001;
parameter e2 = 3'b010;
parameter e3 = 3'b011;
parameter e4 = 3'b100;
parameter e5 = 3'b101;
parameter e6 = 3'b110;
parameter e7 = 3'b111;
always@(posedge clk or posedge reset)
	if (reset==1)
		state <= e0;
	else
		state <= nextstate;
always@ (*)
	case(state)
		e0: if(a==1) nextstate=e1;
		else nextstate =e7;
		e1: if(a==1) nextstate=e2;
		else nextstate =e0;
		e2: if (a==1) nextstate =e3;
		else nextstate= e1;
		e3: if(a==1) nextstate=e4;
		else nextstate =e2;
		e4: if(a==1) nextstate=e5;
		else nextstate =e3;
		e5: if (a==1) nextstate =e6;
		else nextstate= e4;
		e6: if(a==1) nextstate=e7;
		else nextstate =e5;
		e7: if(a==1) nextstate=e0;
		else nextstate =e6;
		default nextstate = e0;
	endcase
		assign y1 =(state== e4) | (state==e5) | (state==e6) | (state==e7);
		assign y2 =(state == e2) | (state==e3) | (state==e4) | (state==e5);
		assign y3 =(state == e1) | (state==e2) | (state==e5) | (state==e6);
endmodule
==> flow/run.sh <==
#!/bin/bash
# OpenROAD 26Q1-2900-gdf79404cd8, Yosys 0.63+post, stock flow scripts
make -C /OpenROAD-flow-scripts/flow DESIGN_CONFIG=/design/flow/config.mk WORK_HOME=/design/flow/orfs finish
==> flow/config.mk <==
export PLATFORM = sky130hd
export DESIGN_NAME = FSM_Moore
export DESIGN_NICKNAME = FSM_Moore
export VERILOG_FILES = /design/flow/design.v
export SDC_FILE = /design/flow/constraint.sdc
export NUM_CORES = 4
export LEC_CHECK = 1
export CORE_AREA = 10 10 70 70
export DIE_AREA = 0 0 80 80
==> flow/constraint.sdc <==
current_design FSM_Moore

set clk_period 1.2
set clk_io_pct 0.2

create_clock -name clk0 -period $clk_period [get_ports {clk}]

set non_clock_inputs [all_inputs -no_clocks]
set_input_delay [expr $clk_period * $clk_io_pct] -clock clk0 $non_clock_inputs
set_output_delay [expr $clk_period * $clk_io_pct] -clock clk0 [all_outputs]
==> impl_metrics.tcl <==
# metrics dict for downstream scripts
set metrics [dict create \
    outcome "finished, final reports clean" \
    period_needed_ns 1.20 \
    numPlacedInstances 65 \
    initCoreUtil_pct 5.09 \
    gp_congestion 0.615 \
    max_freq_ghz 0.835 \
    ant_nets 0 \
    htreeDepth 1 \
    finClkSkew_ns 0.00471 \
    ys_seq_share_pct 58.3 \
    clkTransAtPathRegs_ns 0.04 \
    avgSynthCellArea_sq_um 13.4 \
    track_usage_pct 1.35 \
    route.detailed.wl_per_inst_um 5.50 \
    largest_reg_flops 4 \
    crit_required_ns 0.96 \
    vias 115 \
    cts_buffers 3 \
    finalSetupViolCount 0 \
    viasPerCell 1.64 \
    seq_area_sq_um 101 \
    crit_fanout 2 \
    die_h_um 80 \
    wirelength_um 385 \
    core_area_sq_um 3420 \
    yosys_warnings 1 \
    maxCapViolations 0 \
    synth_cells 13 \
    rsz0062_at_grt "yes" \
    path_class "register to output port" \
    fin_hold_ws_ns 0.196 \
    top_register "state" \
    grt_max_degree 5 \
    fp-row-count 21 \
    syn_area_sq_um 174 \
    final-instance-count-excl-fill 70 \
    cts_tree "yes" \
    ys_seq_elements 4 \
    crit_path_top_delay_cell "dfrtp_1" \
    ir_worst_vdd_mv 0.156 \
    ys_cells 13 \
    leakage_nw 0.150 \
    crit_path_max_incr_delay_ns 0.37 \
    slew_viol_final 0 \
    crit_path_cell_trace "or2_4 -> buf_6" \
    openroad.warnings 27 \
    cp.arrival_ns 0.96 \
    period_used_pct 99.8 \
    mi_logic_area_sq_um 66.3 \
    synth.distinct_cells 7 \
    fillers 402 \
    overflow 0 \
    antennaDiodeCount 0 \
    drc_errors 0 \
    finalHoldViolCount 0 \
    die_area_sq_um 6400 \
    port_buffers 4 \
    drive_gt1_share_pct 66.7 \
    largestRegisters "state x4" \
    grt_antenna_before_repair 0 \
    areaGrowthSynthToFinish_pct 88.5 \
    top_level_ports 6 \
    power_density_nw_per_um2 1010 \
    clk_latency_ns 0.24 \
    clkSinkCount 4 \
    grt_pass1_vias 150 \
    first_iter_violations 3 \
    dr.pass1.iters 2 \
    clockRootBuffer "clkbuf_4" \
    grt_pass1_wl_um 641 \
    yosys_area_sq_um 174 \
    hold_class "primary input to asynchronous set/reset pin" \
    clk_path_buf_depth 2 \
    worst_setup_path_end_kind "output port" \
    start_kind "register" \
    fp.dieW_um 80 \
]
cells by family (layout without fill, tap and decap cells):
kind of cell  after synthesis  in the layout  share of synthesized area [%]
buf+inv                     2             13                           6.47
flops                       4              4                           58.3
mux                         4              4                           25.9
other cells                 1              1                           2.16
simple gates                2              2                           7.19
synthesized netlist by cell type:
cell,count,area [sq um]
dfstp_2,1,26.3
dfrtp_1,3,75.1
mux2_2,4,45.0
or2_2,2,12.5
buf_4,1,7.51
inv_1,1,3.75
conb_1,1,3.75
worst max-delay path, delay by kind of cell, from the launching register on:
family,cells,cell delay (ns)
buffers and inverters,1,0.10
and+or+nand+nor,1,0.25
DFF,1,0.37
layer usage:
layer,part of all wire (%),wire (um),global-route usage [%]
met5,0,0,0
met1,52,199,1.54
met3,18,68,1.70
met4,0,0,0.528
met2,30,116,1.36
cell type report:
type | count | area share [%]
Sequential cell | 4 | 30.9
Timing Repair Buffer | 8 | 22.1
Multi-Input combinational cell | 7 | 20.2
Tap cell | 46 | 17.6
Clock buffer | 4 | 8.02
Inverter | 1 | 1.15
layout by cell type (no fill, tap or decap):
| cell type | instances |
|---|---|
| conb_1 | 1 |
| dfrtp_1 | 3 |
| mux2_2 | 4 |
| clkdlybuf4s50_1 | 2 |
| clkbuf_4 | 3 |
| buf_4 | 4 |
| dfstp_2 | 1 |
| buf_6 | 2 |
| inv_1 | 1 |
| clkbuf_1 | 1 |
| or2_4 | 2 |
timing repair:
action	in CTS	in global routing
gates cloned	0	0
resized	8	2
setup endpoints to repair	2	2
setup buffers	0	1
pin swaps	1	1
hold buffers	0	0
endpoints found under the hold margin	0	0
report_power, final:
group / internal (mW) / switching, mW / total (mW)
sequential: 0.136 / 0 / 0.136
combinational: 0.00778 / 0.00555 / 0.0133
clock: 0.125 / 0.0578 / 0.183
total: 0.268 / 0.0633 / 0.332
metrics by stage:
stage | instance area (sq um) | worst slack (ns) | setup TNS [ns] | power, mW | utilization [%]
3_3_place_gp | 287 | -0.0964 | -0.422 | 0.150 | 8.39
3_5_place_dp | 287 | -0.0970 | -0.478 | 0.151 | 8.39
6_report | 328 | 0.00294 | 0 | 0.332 | 9.60
5_1_grt | 328 | -0.0369 | -0.0705 | 0.357 | 9.60
4_1_cts | 308 | -0.0230 | -0.0258 | 0.343 | 9.01
2_1_floorplan | 174 | 0.344 | 0 | 0.144 | -
final timing paths:
path                            slack (ns)                 end  cells past startpoint               start
worst max-delay path                 0.003                  y3                      2  state[2]$_DFF_PP0_
worst min-delay path                  0.20  state[1]$_DFF_PP0_                      2               reset
worst max register to register        0.21  state[1]$_DFF_PP0_                      3  state[3]$_DFF_PP0_
worst min register to register        0.61  state[1]$_DFF_PP0_                      2  state[2]$_DFF_PP0_
max in group asynchronous             0.77  state[0]$_DFF_PP1_                      2               reset
min in group clk0                     0.61  state[1]$_DFF_PP0_                      2  state[2]$_DFF_PP0_
Power and IR drop assume default switching activity.
